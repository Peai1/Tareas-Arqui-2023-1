$ cat run.sh
#!/bin/bash
# OpenROAD 26Q1-2900-gdf79404cd8, Yosys 0.63+post, stock flow scripts
make -C /OpenROAD-flow-scripts/flow DESIGN_CONFIG=/design/flow/config.mk WORK_HOME=/design/flow/orfs finish
$ cat config.mk
export PLATFORM = sky130hd
export DESIGN_NAME = main
export DESIGN_NICKNAME = main
export VERILOG_FILES = /design/flow/design.v
export SDC_FILE = /design/flow/constraint.sdc
export NUM_CORES = 4
export LEC_CHECK = 1
export CORE_UTILIZATION = 30
$ cat constraint.sdc
current_design main

set clk_period 7.2
set clk_io_pct 0.2

create_clock -name clk0 -period $clk_period [get_ports {clk}]

set non_clock_inputs [all_inputs -no_clocks]
set_input_delay [expr $clk_period * $clk_io_pct] -clock clk0 $non_clock_inputs
set_output_delay [expr $clk_period * $clk_io_pct] -clock clk0 [all_outputs]
$ cat design.v
module contador_binario(clk, reset, count);
    input logic clk, reset;
    output logic [5:0] count;
    always @ (posedge clk or posedge reset) begin
        if (reset) begin
            count <= 6'b0;
        end else begin
            count <= count + 1;
        end
    end
endmodule
module memoria_ROM(
    input logic [5:0] direccion,
    output logic [18:0] dato);
  	reg [18:0] mem [63:0];
    initial begin
    mem[0] = 19'b000_00010111_00010011;
    mem[1] = 19'b001_00000111_01001100;
    mem[2] = 19'b010_00011111_00000101;
    mem[3] = 19'b011_00011111_00000010;
    mem[4] = 19'b100_01011101_01010010;
    mem[5] = 19'b101_01011101_01010010;
    mem[6] = 19'b110_01011101_01010010;
    mem[7] = 19'b111_01011101_01010010;
    mem[8] = 19'b000_00011111_01110100;
    mem[9] = 19'b001_00101001_11001011;
    mem[10] = 19'b010_01010110_00101101;
    mem[11] = 19'b011_01100000_10010011;
    mem[12] = 19'b100_10010111_01010011;
    mem[13] = 19'b101_10101000_10101001;
    mem[14] = 19'b110_11011101_00001110;
    mem[15] = 19'b111_11101001_10110100;
    mem[16] = 19'b000_00001100_10101001;
    mem[17] = 19'b001_00111001_00100010;
    mem[18] = 19'b010_01000110_10000111;
    mem[19] = 19'b011_01110101_11110001;
    mem[20] = 19'b100_10000010_00100101;
    mem[21] = 19'b101_10110111_10110011;
    mem[22] = 19'b110_11001000_00010101;
    mem[23] = 19'b111_11111011_01111011;
    mem[24] = 19'b000_00001111_00100110;
    mem[25] = 19'b001_00111000_10010011;
    mem[26] = 19'b010_01000101_11101110;
    mem[27] = 19'b011_01110100_01011001;
    mem[28] = 19'b100_10000011_11011110;
    mem[29] = 19'b101_10110110_01001001;
    mem[30] = 19'b110_11001001_10100111;
    mem[31] = 19'b111_11111010_00010010;
    mem[32] = 19'b000_00001001_11011011;
    mem[33] = 19'b001_00111100_01001110;
    mem[34] = 19'b010_01000011_10100001;
    mem[35] = 19'b011_01110010_00010110;
    mem[36] = 19'b100_10000101_10001000;
    mem[37] = 19'b101_10110010_00111111;
    mem[38] = 19'b110_11001111_10010010;
    mem[39] = 19'b111_11111100_11101100;
    mem[40] = 19'b000_00001010_01111001;
    mem[41] = 19'b000_00001111_00100110;
    mem[42] = 19'b001_00111000_10010011;
    mem[43] = 19'b010_01000101_11101110;
    mem[44] = 19'b011_01110100_01011001;
    mem[45] = 19'b100_10000011_11011110;
    mem[46] = 19'b101_10110110_01001001;
    mem[47] = 19'b110_11001001_10100111;
    mem[48] = 19'b111_11111010_00010010;
    mem[49] = 19'b000_00001001_11011011;
    mem[50] = 19'b001_00111100_01001110;
    mem[51] = 19'b010_01000011_10100001;
    mem[52] = 19'b011_01110010_00010110;
    mem[53] = 19'b100_10000101_10001000;
    mem[54] = 19'b101_10110010_00111111;
    mem[55] = 19'b110_11001111_10010010;
    mem[56] = 19'b111_11111100_11101100;
    mem[57] = 19'b000_00001010_01111001;
    mem[58] = 19'b000_00001001_10001110;
    mem[59] = 19'b000_00001010_10101011;
    mem[60] = 19'b000_00001011_11011111;
    mem[61] = 19'b000_00001100_00110011;
    mem[62] = 19'b000_00001101_01101101;
    mem[63] = 19'b000_00001110_11111001;
  end
    always @ (direccion) begin
        dato = mem[direccion];
    end
endmodule
module splitter (
  input logic [18:0] dato,
  output logic [2:0] operacion,
  output logic [7:0] A,
  output logic [7:0] B );
  always @(*) begin
      operacion = dato[18:16];
      A = dato[15:8];
      B = dato[7:0];
  end
endmodule
module prefix_adder (
    input [7:0] A, 
    input [7:0] B, 
    output [7:0] SUM, 
    output cout
);
    logic [7:0] g, p, k, s;
    genvar i;
    assign p = A ^ B;
    assign g = A & B;
    generate 
        for(i = 0; i < 8; i = i + 1) 
        begin : PREFIX
            if(i == 0) 
                assign k[i] = g[i];
            else 
                assign k[i] = g[i] | (p[i] & k[i-1]);
        end
    endgenerate
    assign cout = k[7];
    assign s[0] = p[0];
    generate 
        for(i = 1; i < 8; i = i + 1) 
        begin : SUMA
            assign s[i] = p[i] ^ k[i-1];
        end
    endgenerate
    assign SUM = s;
endmodule
module ALU (
  input logic [2:0] operacion,
  input logic [7:0] A,
  input logic [7:0] B,
  output logic [7:0] resultado);
  logic [7:0] suma, resta, complementodos_B;
  logic cout1, cout2;
  assign complementodos_B = ~B + 8'b00000001; 
  prefix_adder prefix_suma(.A(A),.B(B),.SUM(suma),.cout(cout1));
  prefix_adder prefix_resta(.A(A),.B(complementodos_B),.SUM(resta),.cout(cout2));
  always @(*) begin
    case(operacion)
      3'b000:
        begin
          resultado = suma;      
        end
      3'b001:
        begin
          resultado = resta;
        end
      3'b010:
        begin
          resultado = A << B;
        end
      3'b011:
        begin
          resultado = A >> B;
        end
      3'b100:
        begin
          resultado = A & B;
        end
      3'b101:
        begin
          resultado = A | B;
        end
      3'b110:
        begin
          resultado = A ^ B;
        end
      3'b111:
        begin
          resultado = ~A;
        end
      default: resultado = 8'b0000_0000;
    endcase
  end
endmodule
module main (
  input logic clk,
  input logic reset,
  output logic [7:0] resultado,
  output logic [7:0] A_out,
  output logic [2:0] operacion_out,
  output logic [7:0] B_out,
  output logic [18:0] dato_out,
);
  logic [5:0] count;
  logic [18:0] dato;
  logic [2:0] operacion;
  logic [7:0] A, B;
  contador_binario contador(.clk(clk), .reset(reset), .count(count));
  memoria_ROM memoria(.direccion(count), .dato(dato));
  splitter splitter_inst(.dato(dato), .operacion(operacion), .A(A), .B(B));
  ALU alu_inst(.operacion(operacion), .A(A), .B(B), .resultado(resultado));
  assign A_out = A;
  assign operacion_out = operacion;
  assign B_out = B;
  assign dato_out = dato;
endmodule
==> results.txt <==
Leading post-synthesis cells by instance count: 38 x nand2_1, 34 x nor2_1, 32 x a21oi_1, 32 x ha_1, 32 x o21ai_0
Max cap viols: 0
# H-tree levels: 1
Cell-internal power: 108 uW
Launching element type of the critical path: register
Final Routed Wirelength: 14200 um
Vias in the first global route: 3966
Worst hold path startpoint: contador.count[0]
Unrepaired setup endpoints after global routing: true
Topmost layer with routed signal wires: met4
Worst-case clock skew: 0.289 ps
Top cell area share: 10.3%
Share of final-layout standard cells stronger than drive strength 1: 19.9%
Arrival @ worst endpoint: 5570 ps
Depth of the worst hold-timing path: 1
CTS Buffer Depth: 2
Sink of the worst hold path: contador.count[0]
Number of nets with antenna violations after detailed routing: 0
Power Dens Cells: 26.8 mW/mm^2
Length of routed met3 wiring: 1290 um
WL met2: 6320 um
DR pass1 iterations: 6
Most common reg cell: dfrtp_1
Number of remaining DRC errors: 0
OpenROAD warning count: 44
Cell area after placement: 0.00454 mm^2
Required time of the worst setup path: 5760 ps
Leakage: 0.00183 uW
Maximum ir drop on the vdd rail: 0.0851 mV
Maximum number of pins on one net before global-route repair: 53
Number of inserted diodes: 0
Post-placement cell count: 719
Global-route wire length before repair: 22700 um
Count of boundary I/O pins: 48
Number of antenna violations at the first check in global routing: 0
GRT Total Usage: 22.2%
Maximum net fanout on the critical path: 20
Final period demand of the worst path: 7010 ps
CTS root buf: clkbuf_16
Setup Viol. Count Final: 0
Number of warnings issued by yosys: 4
Crit share post-route: 97.4%
Die W: 116 um
Average vias per placed instance: 5.83
Critical Setup Path Class: register to output port
WL per Instance: 19.5 um
Count of different cell masters after synthesis: 92
Worst slew pin tran: 662 ps
Sequential Power Share: 26.8%
Headroom to the max-slew limit: 55.8%
Result of the run: finished, final reports clean
Count of flip-flops with a built-in enable after synthesis: 0
Chip area: 0.0135 mm^2
F_max: 143 MHz
Biggest regs: contador.count x6
Flop-to-flop setup slack: 5680 ps
Vias post-DR: 4234
Clock tree from TritonCTS: yes
Logic depth of the worst register-to-register path: 5
Initial Util: 30.8%
Final Hold Violation Tally: 0
Chip Area, Yosys: 0.00390 mm^2
Average footprint of a synthesized cell: 7.60 um^2
Final Non-Filler Cells: 726
Pins over their slew limit: 0
Port bufs: 47
Die outline height: 116 um
Worst setup EP type: output port
Cell area after synthesis: 0.00390 mm^2
CTS clk-pin slew, worst paths: 30 ps
Synthesis-to-layout area growth: 21.1%
Origin of the critical flop-to-flop path: contador.count[1]
Post-synthesis sequential element count: 6
Overflow after GRT: 0
Cell count after synthesis: 514
Leading cell type by number of instances after synthesis: nand2_1
Gp weighted congestion: 0.974
Register with the highest flop count: contador.count
FFs w/ async S/R, synth: 100%
Clock group share of total power: 72.2%
Post-synthesis sequential area ratio: 3.84%
Sink Count: 6
Detailed-placement wirelength estimate: 10600 um
Switching power summed over all nets: 18.8 uW
Switching Share: 14.8%
Met1 wire length: 6220 um
Number of design-rule violations left by the first detailed-router iteration: 377
Max FFs per register: 6
Core Region: 0.0127 mm^2
Worst reg2reg path endpoint: contador.count[2]
Yosys Instances: 514
Final design utilization: 37.3%
Final standard cell area without fillers: 0.00473 mm^2
Library cell occupying the most area in the post-synthesis netlist: ha_1
Fraction of power consumed by combinational cells: 0.9%
Number of CTS-inserted buffers: 3
Number of placement rows: 41
Final total power: 127 uW
Tightest Hold Check Type: register to register
Insertion delay of the later-clocked pin in the worst-skew pair: 230 ps
Top cells by area, synth: ha_1 10%, fa_1 6.2%, buf_4 4.8%
[power groups by stage]
stage,Clock (uW),Combinational [uW],Sequential (uW)
CTS,92.9,1.27,33.9
global route,95.5,1.43,33.9
finish,91.5,1.20,33.9
[placed cells by master, fill, tap and decap left out, types with 4 or more instances in the layout]
master	count
buf_4	49
clkdlybuf4s50_1	47
nand2_1	38
a21oi_1	32
nor2_1	32
o21ai_0	31
ha_1	28
inv_1	24
nand2b_1	15
nor2b_1	12
nand3_1	12
mux2i_1	10
nor3_1	10
xnor2_1	10
o211ai_1	9
a31oi_1	8
a211oi_1	8
fa_1	8
a211o_1	6
or2_2	5
or3_1	5
o2111a_1	4
and2_1	4
o32ai_1	4
nor3b_1	4
and3_1	4
xor2_1	4
o32a_1	4
mux4_2	4
a2111oi_0	4
fa_2	4
ha_4	4
[through the flow]
step / setup TNS [ps] / hold WS [ps] / setup slack (ps)
2_1_floorplan: 0 / 666 / 204
3_3_place_gp: 0 / 561 / 151
3_5_place_dp: 0 / 573 / 112
4_1_cts: 0 / 581 / 3.14
5_1_grt: -5.75 / 545 / -5.75
6_report: 0 / 518 / 189
[timing repair]
item / CTS / global route
setup buffers: 0 / 3
hold buffers: 0 / 0
setup endpoints to repair: 1 / 2
pin swaps: 1 / 4
gates resized: 3 / 22
hold endpoints to repair: 0 / 0
[area by class of cell]
class / instances / area (um^2)
Sequential cell: 6 / 156
Fill cell: 1271 / 7940
Timing Repair Buffer: 98 / 878
Multi-Input combinational cell: 413 / 3270
Clock buffer: 4 / 78.8
Inverter: 33 / 133
Tap cell: 172 / 215
[cell families (layout without fill, tap and decap cells)]
| kind of cell | Yosys count | count (layout) | synth area share (%) |
|---|---|---|---|
| AOI/OAI and AO/OA | 176 | 176 | 34.2 |
| xor gates and xnor gates | 15 | 15 | 3.36 |
| adders and majority gates | 44 | 44 | 16.4 |
| buffers and inverters | 95 | 135 | 14.4 |
| DFF | 6 | 6 | 3.84 |
| muxes | 17 | 17 | 5.74 |
| and+or+nand+nor | 161 | 161 | 22.0 |
[critical path: stages (launching register included)]
cell             delay (ps)
dfrtp_2                 430
buf_12                  170
ha_1                    250
or2_2                   290
and3_1                  220
o211ai_4                210
nand2_4                 110
inv_1                    70
ha_1                    170
inv_1                    60
fa_1                    410
fa_2                    360
fa_2                    350
fa_2                    350
fa_1                    390
fa_2                    360
xor2_2                  160
a21oi_1                 150
o21ai_1                  90
a31o_1                  190
nand3_1                 100
clkdlybuf4s50_1         470
[how the worst max path moves through the flow]
stage / startpoint / end / slack, ps / depth (start not counted)
after global routing: contador.count[0] / resultado[7] / -6 / 22
after CTS: contador.count[0] / resultado[7] / 3 / 21
final: contador.count[0] / resultado[7] / 190 / 21
[per-layer routing]
| layer | vias up | global-route usage, % |
|---|---|---|
| li1 | 1959 | - |
| met1 | 2000 | 33.7 |
| met2 | 244 | 33.1 |
| met3 | 31 | 3.86 |
| met4 | 0 | 4.87 |
| met5 | - | 0 |
Power is estimated from default activity; no workload was simulated.
